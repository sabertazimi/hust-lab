File: design/flow/constraint.sdc
current_design EX_MEM

set clk_period 1.0
set clk_io_pct 0.2

create_clock -name clk0 -period $clk_period [get_ports {clk}]

set non_clock_inputs [all_inputs -no_clocks]
set_input_delay [expr $clk_period * $clk_io_pct] -clock clk0 $non_clock_inputs
set_output_delay [expr $clk_period * $clk_io_pct] -clock clk0 [all_outputs]
File: design/flow/config.mk
export PLATFORM = sky130hd
export DESIGN_NAME = EX_MEM
export DESIGN_NICKNAME = EX_MEM
export VERILOG_FILES = /design/flow/design.v
export SDC_FILE = /design/flow/constraint.sdc
export NUM_CORES = 4
export LEC_CHECK = 1
export CORE_AREA = 10 10 182 182
export DIE_AREA = 0 0 192 192
File: design/flow/design.v
module EX_MEM
#(parameter DATA_WIDTH = 32)
(
    input clk,
    input rst,
    input en,
    input [DATA_WIDTH-1:0] EX_PC,
    input [DATA_WIDTH-1:0] EX_IR,
    input EX_writetolo,
    input EX_regwe,
    input EX_ramtoreg,
    input EX_lotoreg,
    input EX_syscall,
    input EX_ramwe,
    input EX_rambyte,
    input [4:0] EX_rt,
    input [DATA_WIDTH-1:0] EX_result,
    input [4:0] EX_RW,
    input [DATA_WIDTH-1:0] EX_r2,
    output [DATA_WIDTH-1:0] MEM_PC,
    output [DATA_WIDTH-1:0] MEM_IR,
    output MEM_writetolo,
    output MEM_regwe,
    output MEM_ramtoreg,
    output MEM_lotoreg,
    output MEM_syscall,
    output MEM_ramwe,
    output MEM_rambyte,
    output [4:0] MEM_rt,
    output [DATA_WIDTH-1:0] MEM_result,
    output [4:0] MEM_RW,
    output [DATA_WIDTH-1:0] MEM_r2
);
    register #(
        .DATA_WIDTH(DATA_WIDTH)
    ) PC (
        .clk(clk),
        .rst(rst),
        .en(en),
        .din(EX_PC),
        .dout(MEM_PC)
    );
    register #(
        .DATA_WIDTH(DATA_WIDTH)
    ) IR (
        .clk(clk),
        .rst(rst),
        .en(en),
        .din(EX_IR),
        .dout(MEM_IR)
    );
    register #(
        .DATA_WIDTH(1)
    ) writetolo (
        .clk(clk),
        .rst(rst),
        .en(en),
        .din(EX_writetolo),
        .dout(MEM_writetolo)
    );
    register #(
        .DATA_WIDTH(1)
    ) regwe (
        .clk(clk),
        .rst(rst),
        .en(en),
        .din(EX_regwe),
        .dout(MEM_regwe)
    );
    register #(
        .DATA_WIDTH(1)
    ) ramtoreg (
        .clk(clk),
        .rst(rst),
        .en(en),
        .din(EX_ramtoreg),
        .dout(MEM_ramtoreg)
    );
    register #(
        .DATA_WIDTH(1)
    ) lotoreg (
        .clk(clk),
        .rst(rst),
        .en(en),
        .din(EX_lotoreg),
        .dout(MEM_lotoreg)
    );
    register #(
        .DATA_WIDTH(1)
    ) syscall (
        .clk(clk),
        .rst(rst),
        .en(en),
        .din(EX_syscall),
        .dout(MEM_syscall)
    );
    register #(
        .DATA_WIDTH(1)
    ) ramwe (
        .clk(clk),
        .rst(rst),
        .en(en),
        .din(EX_ramwe),
        .dout(MEM_ramwe)
    );
    register #(
        .DATA_WIDTH(1)
    ) rambyte (
        .clk(clk),
        .rst(rst),
        .en(en),
        .din(EX_rambyte),
        .dout(MEM_rambyte)
    );
    register #(
        .DATA_WIDTH(5)
    ) rt (
        .clk(clk),
        .rst(rst),
        .en(en),
        .din(EX_rt),
        .dout(MEM_rt)
    );
    register #(
        .DATA_WIDTH(DATA_WIDTH)
    ) result (
        .clk(clk),
        .rst(rst),
        .en(en),
        .din(EX_result),
        .dout(MEM_result)
    );
    register #(
        .DATA_WIDTH(5)
    ) RW (
        .clk(clk),
        .rst(rst),
        .en(en),
        .din(EX_RW),
        .dout(MEM_RW)
    );
    register #(
        .DATA_WIDTH(DATA_WIDTH)
    ) r2 (
        .clk(clk),
        .rst(rst),
        .en(en),
        .din(EX_r2),
        .dout(MEM_r2)
    );
endmodule  
module register
#(parameter DATA_WIDTH = 32)
(
    input clk,
    input rst,
    input en,
    input [DATA_WIDTH-1:0] din,
    output reg [DATA_WIDTH-1:0] dout
);
    always @ (posedge clk) begin
        if (rst) begin
            dout <= 0;       
        end else if (en) begin
            dout <= din;     
        end else begin
            dout <= dout;    
        end
    end
endmodule  
File: design/flow/run.sh
#!/bin/bash
# OpenROAD 26Q1-2900-gdf79404cd8, Yosys 0.63+post, stock flow scripts
make -C /OpenROAD-flow-scripts/flow DESIGN_CONFIG=/design/flow/config.mk WORK_HOME=/design/flow/orfs finish
==> results.yml <==
# implementation run metrics
sta:
  final-max-slew-violation-count: 0
  rsz0062_at_grt: "yes"
  maxSlewHeadroom_pct: 83.6
  fin_crit_share_pct: 106
  finalHoldViolations: 0
  fin_worst_hold_slack_ns: 0.0916
  report.final.setup_viol: 145
  layout_min_cycle_time_ns: 1.06
  postLayoutSetupSlackWorst_ns: -0.0572
  clock-skew-final_ns: 0
  max_freq_mhz: 946
  worst_pin_slew_ns: 0.247
  fin_tns_setup_ns: -4.62
worst_setup_path:
  crit-reg2reg-capture: "PC.dout[23]$_SDFFE_PP0P_"
  worstSetupPathType: "reg2out"
  cp.depth: 1
  crit_path_end: "MEM_IR[11]"
  end_kind: "output port"
  cp_max_fo: 2
  ff2ff_path_depth: 3
  worst_setup_path_startpoint: "IR.dout[11]$_SDFFE_PP0P_"
  setup.worst_path.start_class: "register"
  critical_path_buf_inv_count: 1
  crit_chain: "buf_2"
  critical_path.top_delay_family: "flip-flops"
  critical-path-max-stage-delay_ns: 0.35
  critical_path.reg2reg.startpoint: "PC.dout[23]$_SDFFE_PP0P_"
  critical_path.slowest_cell: "dfxtp_2"
  worst_ep_arrival_time_ns: 0.86
  critPathRequiredTime_ns: 0.80
  regToRegSetupSlack_ns: 0.28
global_route:
  global_route_wire_length_before_repair_um: 26800
  grt.total_usage_pct: 9.31
  grt_pass1_vias: 4551
  initial_antenna_violation_count: 0
  grt.overflow.total: 0
  maximum_number_of_pins_on_one_net_before_global_route_repair: 48
place:
  pre_cts_ws_ns: -0.0946
  portBuffers: 292
  post_dp_cell_area_um2: 8520
  gp_congestion: 0.815
  detailedPlacementHpwl_um: 13100
power_and_ir_drop:
  worst_ir_drop_vdd_uv: 904
  p_per_area_nw_per_um2: 1690
  p_leak_nw: 4.11
  total_power_mw: 14.7
synth:
  syn-cell-area_um2: 5100
  mux_area_share_pct: 28.4
  compound_area_share_pct: 0
  fa_ha_maj_cells_area_fraction_pct: 0
  syn-instance-count: 467
  yosysUniqueCellTypes: 8
  ys_area_um2: 5100
  yosys-dominant-comb-family: "multiplexers"
  synth_warnings: 3
  synth_area_per_cell_um2: 10.9
  synthSimpleGateAreaFrac_pct: 10.7
  synth_area_in_xor_xnor_pct: 0
  synth-seq-cells: 145
  synth.yosys.num_cells: 467
  synth_seq_share_pct: 56.9
cts:
  cts_num_sinks: 145
  cts_buffer_depth: 2
  cts_root_cell: "clkbuf_16"
  tritoncts_clock_tree: "done"
  clkTransAtPathRegs_ns: 0.07
  worstSkewPairLatency_ns: 0.41
  h-tree-depth: 4
  holdBufCountCts: 0
  cts_inserted_buffers: 17
floorplan:
  num_io_pins: 293
  fp-utilization_pct: 17.6
  die.size.y_um: 192
  core-area_um2: 28900
  die_width_um: 192
  row_count: 62
  chipArea_um2: 36900
route:
  dr.pass1.iters: 4
  totalWireLength_um: 17800
  antenna_violating_nets_post_route: 0
  route.detailed.drc: 0
  antenna_cells_inserted: 0
  avgRoutedWirePerCell_um: 15.3
  vias: 4278
  drt-initial-drc-count: 100
  routed_via_density: 3.68
run_status:
  violations: "negative setup slack"
  status: "finished with violations"
flow_run:
  warning_count: 28
  maxCapViolCount: 0
cells_and_area:
  area.growth.synth_to_final_pct: 70.4
  finish.instance_area_um2: 8700
  layout-drive-gt1-share_pct: 44.0
  fillers: 2975
hold_path:
  worst_hold_path_type: "in2reg"
report_power, final:
group	switching, mW	leakage [nW]	total [mW]	internal (mW)
combinational	0.633	2.59	1.81	1.18
sequential	0.163	1.25	6.35	6.19
clock	2.64	0.276	6.57	3.94
synthesized netlist by cell type, drive strengths merged:
library cell,number,area [um2]
nor2,145,544
mux2i,145,1450
dfxtp,145,2900
clkbuf,9,33.8
buf,23,171
placed cells by master, fill, tap and decap left out:
master and count:
nor2_1 145, clkbuf_1 2, buf_6 17, clkbuf_8 1
clkinv_4 2, clkinvlp_4 4, buf_2 128, buf_4 17
clkbuf_16 17, bufinv_16 3, clkinv_2 1, inv_6 2
dfxtp_2 145, buf_12 6, mux2i_1 145, clkdlybuf4s50_1 145
flip-flops by register name, indices dropped and copies added, names as in the netlist:
signal          cells
rambyte.dout        1
syscall.dout        1
ramtoreg.dout       1
IR.dout            32
result.dout        32
r2.dout            32
ramwe.dout          1
regwe.dout          1
PC.dout            32
rt.dout             5
RW.dout             5
writetolo.dout      1
lotoreg.dout        1
per-stage QoR:
stage / instances / util, %
floorplan: 467 / -
global placement: 1130 / 29.4
detailed placement: 1130 / 29.4
CTS: 1162 / 29.8
global route: 1164 / 30.1
finish: 1164 / 30.1
worst min path at each step:
stage	cells after the start	start	slack, ns	endpoint
after CTS	2	rst	0.09	PC.dout[23]$_SDFFE_PP0P_
final	2	rst	0.09	PC.dout[23]$_SDFFE_PP0P_
after global routing	2	rst	0.09	result.dout[16]$_SDFFE_PP0P_
repair_timing:
action / in CTS / in global routing
gates resized: 621 / 9
endpoints found under the setup margin: 145 / 145
buffers inserted: 1 / 2
routing by layer:
layer / routed length (um) / part of all wire (%) / GRT usage, % / vias up
met5: 0 / 0 / 0 / -
met4: 178 / 1.0 / 1.04 / 0
met3: 2140 / 12 / 4.46 / 12
met2: 7840 / 44 / 14.5 / 209
met1: 7670 / 43 / 11.9 / 1914
li1: - / - / - / 2143
cell type report:
class | count | area (um2) | area share, %
clock buffer | 19 | 433 | 4.98
multi-input combinational | 290 | 2000 | 22.9
timing repair buffer | 314 | 2540 | 29.3
clock inverter | 12 | 160 | 1.84
tap | 384 | 480 | 5.52
sequential | 145 | 3080 | 35.5
logic make-up (layout without fill, tap and decap cells):
group / count (synthesis) / after routing
buffers and inverters: 32 / 345
AND/OR/NAND/NOR: 145 / 145
multiplexers: 145 / 145
flip-flops: 145 / 145
Power figures rest on the tool's default switching activity, not on a simulated workload.
