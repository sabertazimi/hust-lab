[flow/config.mk]
export PLATFORM = sky130hd
export DESIGN_NAME = branch_target_buffer
export DESIGN_NICKNAME = branch_target_buffer
export VERILOG_FILES = /design/flow/design.v
export SDC_FILE = /design/flow/constraint.sdc
export NUM_CORES = 4
export LEC_CHECK = 1
export CORE_UTILIZATION = 50
[flow/constraint.sdc]
current_design branch_target_buffer

set clk_period 47.8
set clk_io_pct 0.2

create_clock -name clk0 -period $clk_period [get_ports {clk}]

set non_clock_inputs [all_inputs -no_clocks]
set_input_delay [expr $clk_period * $clk_io_pct] -clock clk0 $non_clock_inputs
set_output_delay [expr $clk_period * $clk_io_pct] -clock clk0 [all_outputs]
[flow/design.v]
module associative_comparator
#(parameter DATA_WIDTH = 32)
(
    input [DATA_WIDTH-1:0] src_tag,
    input valid0,
    input valid1,
    input valid2,
    input valid3,
    input valid4,
    input valid5,
    input valid6,
    input valid7,
    input [DATA_WIDTH-1:0] tag0,
    input [DATA_WIDTH-1:0] tag1,
    input [DATA_WIDTH-1:0] tag2,
    input [DATA_WIDTH-1:0] tag3,
    input [DATA_WIDTH-1:0] tag4,
    input [DATA_WIDTH-1:0] tag5,
    input [DATA_WIDTH-1:0] tag6,
    input [DATA_WIDTH-1:0] tag7,
    output reg hit,
    output reg [3-1:0] hit_line
);
    wire hit0;
    wire hit1;
    wire hit2;
    wire hit3;
    wire hit4;
    wire hit5;
    wire hit6;
    wire hit7;
    assign hit0 = valid0 && (src_tag == tag0);
    assign hit1 = valid1 && (src_tag == tag1);
    assign hit2 = valid2 && (src_tag == tag2);
    assign hit3 = valid3 && (src_tag == tag3);
    assign hit4 = valid4 && (src_tag == tag4);
    assign hit5 = valid5 && (src_tag == tag5);
    assign hit6 = valid6 && (src_tag == tag6);
    assign hit7 = valid7 && (src_tag == tag7);
    always @ (hit0 or hit1 or hit2 or hit3 or hit4 or hit5 or hit6 or hit7) begin
        if (hit0) begin
            hit <= 1;
            hit_line <= 3'd0;
        end else if (hit1) begin
            hit <= 1;
            hit_line <= 3'd1;
        end else if (hit2) begin
            hit <= 1;
            hit_line <= 3'd2;
        end else if (hit3) begin
            hit <= 1;
            hit_line <= 3'd3;
        end else if (hit4) begin
            hit <= 1;
            hit_line <= 3'd4;
        end else if (hit5) begin
            hit <= 1;
            hit_line <= 3'd5;
        end else if (hit6) begin
            hit <= 1;
            hit_line <= 3'd6;
        end else if (hit7) begin
            hit <= 1;
            hit_line <= 3'd7;
        end else begin
            hit <= 0;            
            hit_line <= 3'd0;
        end
    end
endmodule  
module branch_target_buffer 
#(parameter DATA_WIDTH = 32)
(
    input clk,
    input rst,
    input en,
    input IF_branch,
    input ID_branch,
    input misprediction,
    input [DATA_WIDTH-1:0] IF_branch_pc,
    input [DATA_WIDTH-1:0] IF_predict_addr,
    input [DATA_WIDTH-1:0] ID_branch_pc,
    input [DATA_WIDTH-1:0] ID_branch_addr,
    output [2-1:0] taken,
    output IF_hit,
    output [DATA_WIDTH-1:0] btb_branch_addr
);
    integer i;
    reg valid [8-1:0];
    reg [2-1:0] predict_bits [8-1:0];
    reg [DATA_WIDTH-1:0] branch_tags [8-1:0];
    reg [DATA_WIDTH-1:0] target_PCs [8-1:0];
    wire [3-1:0] IF_hit_line;
    wire ID_hit;
    wire [3-1:0] ID_hit_line;
    wire [3-1:0] hit_line;
    wire [3-1:0] lru_line;
    wire [3-1:0] IF_access_line;
    wire [3-1:0] ID_access_line;
    associative_comparator #(
        .DATA_WIDTH(DATA_WIDTH)
    ) IF_comparator (
        .src_tag(IF_branch_pc),
        .valid0(valid[0]),
        .valid1(valid[1]),
        .valid2(valid[2]),
        .valid3(valid[3]),
        .valid4(valid[4]),
        .valid5(valid[5]),
        .valid6(valid[6]),
        .valid7(valid[7]),
        .tag0(branch_tags[0]),
        .tag1(branch_tags[1]),
        .tag2(branch_tags[2]),
        .tag3(branch_tags[3]),
        .tag4(branch_tags[4]),
        .tag5(branch_tags[5]),
        .tag6(branch_tags[6]),
        .tag7(branch_tags[7]),
        .hit(IF_hit),
        .hit_line(IF_hit_line)
    );
    associative_comparator #(
        .DATA_WIDTH(DATA_WIDTH)
    ) ID_comparator (
        .src_tag(ID_branch_pc),
        .valid0(valid[0]),
        .valid1(valid[1]),
        .valid2(valid[2]),
        .valid3(valid[3]),
        .valid4(valid[4]),
        .valid5(valid[5]),
        .valid6(valid[6]),
        .valid7(valid[7]),
        .tag0(branch_tags[0]),
        .tag1(branch_tags[1]),
        .tag2(branch_tags[2]),
        .tag3(branch_tags[3]),
        .tag4(branch_tags[4]),
        .tag5(branch_tags[5]),
        .tag6(branch_tags[6]),
        .tag7(branch_tags[7]),
        .hit(ID_hit),
        .hit_line(ID_hit_line)
    );
    assign hit_line = IF_hit ? IF_hit_line
                    : ID_hit ? ID_hit_line
                    : lru_line;
    lru_counter #(
        .DATA_WIDTH(DATA_WIDTH)
    ) lru_counter (
        .clk(clk),
        .rst(rst),
        .en(en && IF_branch && ID_branch),
        .hit(IF_hit || ID_hit),
        .hit_line(hit_line),
        .lru_line(lru_line)
    );
    assign IF_access_line = IF_hit ? IF_hit_line : lru_line;
    assign ID_access_line = ID_hit ? ID_hit_line : lru_line;
    always @ (posedge clk) begin
        if (rst) begin
            for (i = 0; i < 8; i = i + 1) begin
                valid[i] <= 0;
                predict_bits[i] <= 2'b10;
                branch_tags[i] <= 0;
                target_PCs[i] <= 4;
		    end
        end else if (en) begin
            if (~IF_hit && IF_branch) begin
                valid[IF_access_line] <= 1;
                predict_bits[IF_access_line] <=  2'b10;
                branch_tags[IF_access_line] <=  IF_branch_pc;
                target_PCs[IF_access_line] <= IF_predict_addr;
            end
            if (ID_branch) begin
                if (~ID_hit) begin
                    valid[ID_access_line] <= 1;
                    predict_bits[ID_access_line] <=  2'b10;
                    branch_tags[ID_access_line] <=  ID_branch_pc;
                    target_PCs[ID_access_line] <= ID_branch_addr;
                end else begin
                    target_PCs[ID_access_line] <= ID_branch_addr;
                    case (predict_bits[ID_access_line])
                        2'b11:
                            case (misprediction)
                                0:predict_bits[ID_access_line] <= 2'b11;
                                1: predict_bits[ID_access_line] <= 2'b10;
                            endcase
                        2'b10:
                            case (misprediction)
                                0: predict_bits[ID_access_line] <= 2'b11;
                                1: predict_bits[ID_access_line] <= 2'b01;
                            endcase
                        2'b01:
                            case (misprediction)
                                0: predict_bits[ID_access_line] <= 2'b00;
                                1: predict_bits[ID_access_line] <= 2'b10;
                            endcase
                        2'b00:
                            case (misprediction)
                                0: predict_bits[ID_access_line] <= 2'b00;
                                1: predict_bits[ID_access_line] <= 2'b01;
                            endcase
                    endcase
                end
            end
        end
    end
    assign taken = IF_hit ? predict_bits[IF_access_line] : 2'b10;
    assign btb_branch_addr = IF_hit ? target_PCs[IF_access_line] : IF_predict_addr;
endmodule  
module latch_counter
#(parameter DATA_WIDTH = 32, MAX = 1)
(
    input clk,
    input rst,
    input en,
    output reg [DATA_WIDTH-1:0] count
);
    initial begin
        count <= 0;
    end
    always @(posedge clk) begin
        if (rst) begin
            count <= 0 ;
        end else if (en) begin
            if (count != MAX) begin
                count <= count + 1;
            end else begin
                count <= count;
            end
        end else begin
            count <= count;
        end
    end
endmodule  
module lru_counter
#(parameter DATA_WIDTH = 32)
(
    input clk,
    input rst,
    input en,
    input hit,
    input [3-1:0] hit_line,
    output [3-1:0] lru_line
);
    wire [3-1:0] access_line;
    wire rst0, rst1, rst2, rst3, rst4, rst5, rst6, rst7;
    wire [3-1:0] cnt0, cnt1, cnt2, cnt3, cnt4, cnt5, cnt6, cnt7;
    assign access_line = hit ? hit_line : lru_line;
    assign rst0 = (access_line == 3'd0);
    assign rst1 = (access_line == 3'd1);
    assign rst2 = (access_line == 3'd2);
    assign rst3 = (access_line == 3'd3);
    assign rst4 = (access_line == 3'd4);
    assign rst5 = (access_line == 3'd5);
    assign rst6 = (access_line == 3'd6);
    assign rst7 = (access_line == 3'd7);
    latch_counter #(
        .DATA_WIDTH(3),
        .MAX(8-1)
    ) counter0 (
        .clk(clk),
        .rst(rst || rst0),
        .en(en),
        .count(cnt0)
    );
    latch_counter # (
        .DATA_WIDTH(3),
        .MAX(8-1)
    ) counter1 (
        .clk(clk),
        .rst(rst || rst1),
        .en(en),
        .count(cnt1)
    );
    latch_counter #(
        .DATA_WIDTH(3),
        .MAX(8-1)
    ) counter2 (
        .clk(clk),
        .rst(rst || rst2),
        .en(en),
        .count(cnt2)
    );
    latch_counter #(
        .DATA_WIDTH(3),
        .MAX(8-1)
    ) counter3 (
        .clk(clk),
        .rst(rst || rst3),
        .en(en),
        .count(cnt3)
    );
    latch_counter #(
        .DATA_WIDTH(3),
        .MAX(8-1)
    ) counter4 (
        .clk(clk),
        .rst(rst || rst4),
        .en(en),
        .count(cnt4)
    );
    latch_counter #(
        .DATA_WIDTH(3),
        .MAX(8-1)
    ) counter5 (
        .clk(clk),
        .rst(rst || rst5),
        .en(en),
        .count(cnt5)
    );
    latch_counter #(
        .DATA_WIDTH(3),
        .MAX(8-1)
    ) counter6 (
        .clk(clk),
        .rst(rst || rst6),
        .en(en),
        .count(cnt6)
    );
    latch_counter #(
        .DATA_WIDTH(3),
        .MAX(8-1)
    ) counter7 (
        .clk(clk),
        .rst(rst || rst7),
        .en(en),
        .count(cnt7)
    );
    max_comparator max_comparator (
        .cnt0(cnt0),
        .cnt1(cnt1),
        .cnt2(cnt2),
        .cnt3(cnt3),
        .cnt4(cnt4),
        .cnt5(cnt5),
        .cnt6(cnt6),
        .cnt7(cnt7),
        .lru_line(lru_line)
    );
endmodule  
module max_comparator
(
    input [3-1:0] cnt0,
    input [3-1:0] cnt1,
    input [3-1:0] cnt2,
    input [3-1:0] cnt3,
    input [3-1:0] cnt4,
    input [3-1:0] cnt5,
    input [3-1:0] cnt6,
    input [3-1:0] cnt7,
    output reg [3-1:0] lru_line
);
    integer i;
    reg [3-1:0] max_cnt;
    reg [3-1:0] max_line;
    initial begin
        lru_line <= 0;
    end
    always @ (cnt0 or cnt1 or cnt2 or cnt3 or cnt4 or cnt5 or cnt6 or cnt7) begin
        max_cnt = 0;
        max_line = 0;
        if (cnt0 >= max_cnt) begin
            max_cnt = cnt0;
            max_line = 0;
        end
        if (cnt1 >= max_cnt) begin
            max_cnt = cnt1;
            max_line = 1;
        end
        if (cnt2 >= max_cnt) begin
            max_cnt = cnt2;
            max_line = 2;
        end
        if (cnt3 >= max_cnt) begin
            max_cnt = cnt3;
            max_line = 3;
        end
        if (cnt4 >= max_cnt) begin
            max_cnt = cnt4;
            max_line = 4;
        end
        if (cnt5 >= max_cnt) begin
            max_cnt = cnt5;
            max_line = 5;
        end
        if (cnt6 >= max_cnt) begin
            max_cnt = cnt6;
            max_line = 6;
        end
        if (cnt7 >= max_cnt) begin
            max_cnt = cnt7;
            max_line = 7;
        end
    end
    always @ (max_line) begin
        lru_line <= max_line;
    end
endmodule  
[flow/run.sh]
#!/bin/bash
# OpenROAD 26Q1-2900-gdf79404cd8, Yosys 0.63+post, stock flow scripts
make -C /OpenROAD-flow-scripts/flow DESIGN_CONFIG=/design/flow/config.mk WORK_HOME=/design/flow/orfs finish
==> load_flow_metrics.sql <==
-- generated from flow reports
INSERT INTO impl_metrics (metric_group, metric, value, unit) VALUES
('outcome', 'run_status', 'finished clean', ''),
('timing', 'setup_ws', '22.82', 'ns'),
('place', 'detailedPlacementHpwl', '86300', 'µm'),
('routing', 'wirelength', '141000', 'µm'),
('grt', 'met2_usage', '54.9', '%'),
('yosys', 'yosysChipArea', '0.0369', 'mm²'),
('yosys', 'synthDominantAreaCellType', 'sky130_fd_sc_hd__edfxtp_1', ''),
('critical_path', 'timing.critical_path.buf_inv', '6', ''),
('critical_path', 'rrSetupSlack', '34.57', 'ns'),
('yosys', 'yosysWarnings', '4', ''),
('job', 'cap_viol_max_count', '0', ''),
('clocking', 'tritoncts_clock_tree', 'built', ''),
('critical_path', 'timing.rr.start', 'lru_counter.counter0.count[2]', ''),
('timing', 'finalSetupViolCount', '0', ''),
('yosys', 'synth-seq-cells', '560', ''),
('clocking', 'post_cts_buffers', '0', ''),
('die', 'num_rows', '99', ''),
('power', 'totalPowerFinal', '1.24', 'mW'),
('routing', 'drtPass1Iterations', '6', ''),
('routing', 'route.detailed.drc', '0', ''),
('die', 'core_region_area', '0.0730', 'mm²'),
('power', 'vdd_ir_drop_max', '0.0277', 'mV'),
('critical_path', 'worst_ep_arrival_time', '15.42', 'ns'),
('yosys', 'synth_area_per_cell', '9.27', 'µm²'),
('clocking', 'clock_tree.root_cell', 'sky130_fd_sc_hd__clkbuf_16', ''),
('grt', 'use_met3', '20.2', '%'),
('yosys', 'ff_type', 'sky130_fd_sc_hd__edfxtp_1', ''),
('yosys', 'top_cells_by_area', 'sky130_fd_sc_hd__edfxtp_1 43%, sky130_fd_sc_hd__nand2_1 8.6%, sky130_fd_sc_hd__xor2_1 7.1%', ''),
('timing', 'period_needed', '24.98', 'ns'),
('layout', 'final_cell_count_no_fill', '4952', ''),
('grt', 'grt_remaining_overflow', '0', ''),
('die', 'top_level_ports', '169', ''),
('critical_path', 'timing.critical_path.cells', 'clkdlybuf4s50_1 -> buf_4 -> xor2_1 -> nor4_1 -> nand4_1 -> nor4_1 -> a21oi_1 -> o21ai_0 -> nand2_2 -> buf_4 -> nand2_1 -> clkinv_1 -> buf_4 -> a211oi_1 -> clkdlybuf4s50_1', ''),
('critical_path', 'timing.critical_path.required', '38.24', 'ns'),
('clocking', 'h-tree-depth', '3', ''),
('timing', 'worst_pin_slew', '1.07', 'ns'),
('layout', 'layout_top_cell_excl_fill_tap', 'sky130_fd_sc_hd__nand2_1', ''),
('clocking', 'worstSkewPairLatency', '0.65', 'ns'),
('clocking', 'clock_buffer_count_from_cts', '69', ''),
('yosys', 'synthArstFlopShare', '0', '%'),
('yosys', 'ys_cells', '3978', ''),
('yosys', 'synth-edff-count', '528', ''),
('grt', 'grt.met1_usage', '59.5', '%'),
('clocking', 'clockBufferDepth', '3', ''),
('critical_path', 'worstSetupStartpointType', 'primary input', ''),
('critical_path', 'crit_path_max_fanout', '33', ''),
('clocking', 'cts_hold_buffers', '0', ''),
('job', 'warning_count', '25', ''),
('critical_path', 'worstSetupEndpointType', 'output port', ''),
('routing', 'drc_violation_total_after_the_first_tritonroute_iteration', '2797', ''),
('yosys', 'syn_area', '0.0369', 'mm²'),
('routing', 'via_total_after_detailed_routing', '30800', ''),
('layout', 'final_core_occ', '56.5', '%'),
('die', 'die-area', '0.0749', 'mm²'),
('timing', 'timing.clock.skew', '0.0352', 'ns'),
('timing', 'pins_over_their_slew_limit', '0', ''),
('yosys', 'postSynthCellCount', '3978', ''),
('place', 'pre_cts_ws', '22.90', 'ns'),
('layout', 'syn2layout_area_growth', '11.8', '%'),
('layout', 'mostFrequentLayoutCells', '844 x sky130_fd_sc_hd__nand2_1, 528 x sky130_fd_sc_hd__edfxtp_1, 411 x sky130_fd_sc_hd__o21ai_0', ''),
('grt', 'antenna_found_initial', '3', ''),
('critical_path', 'largest_incremental_delay_on_the_critical_path', '0.93', 'ns'),
('power', 'leakagePower', '15.0', 'nW'),
('timing', 'timing.slew.headroom', '27.9', '%'),
('timing', 'period_used_share', '52.3', '%'),
('yosys', 'yosys.cell_types.count', '89', ''),
('layout', 'nFillCells', '6358', ''),
('place', 'port_buffers', '168', ''),
('timing', 'setup_tns', '0', 'ns'),
('layout', 'logic_area', '0.0185', 'mm²'),
('routing', 'routed_length_per_placed_instance', '28.4', 'µm');
[metal layers]
layer | part of all wire (%) | vias up
met5 | 0.046 | -
met4 | 3.6 | 4
met3 | 14 | 276
met2 | 42 | 1899
met1 | 40 | 14400
li1 | - | 14200
[logic make-up after synthesis]
| logic type | count (synthesis) | share of synthesized area, % |
|---|---|---|
| AOI/OAI and AO/OA | 772 | 12.9 |
| xor gates and xnor gates | 520 | 12.3 |
| buffers and inverters | 447 | 5.64 |
| muxes | 163 | 4.51 |
| and+or+nand+nor | 1484 | 18.8 |
| adders and majority gates | 32 | 1.07 |
| DFF | 560 | 44.7 |
[state kept, by name (all words and copies together) (netlist names)]
signal / count
branch_tags: 256
lru_counter.counter0.count: 3
lru_counter.counter1.count: 3
lru_counter.counter2.count: 3
lru_counter.counter3.count: 3
lru_counter.counter4.count: 3
lru_counter.counter5.count: 3
lru_counter.counter6.count: 3
lru_counter.counter7.count: 3
predict_bits: 16
target_PCs: 256
valid: 8
[how the worst max path moves through the flow]
stage	endpoint	slack, ns	cells after the start	start
4_1_cts	btb_branch_addr[12]	22.90	16	IF_branch_pc[18]
5_1_grt	btb_branch_addr[12]	22.62	15	IF_branch_pc[11]
6_report	btb_branch_addr[12]	22.82	15	IF_branch_pc[11]
[tightest hold or removal path, cell delays in order (launching register included)]
cell                       delay, ns
sky130_fd_sc_hd__dfxtp_1        0.33
sky130_fd_sc_hd__o21ai_0        0.08
sky130_fd_sc_hd__a221oi_1       0.07
[per-stage QoR]
step	instance area [µm²]	hold slack, ns
floorplan	36900	0.480
global placement	39000	0.518
detailed placement	39000	0.515
CTS	41200	0.534
global route	41200	0.555
finish	41200	0.535
[layout make-up]
type | count | area share (%)
tap | 959 | 2.91
clock inverter | 39 | 0.968
multi-input combinational | 2971 | 44.9
clock buffer | 81 | 4.35
sequential | 560 | 40.0
inverter | 36 | 0.328
antenna | 1 | 0.00607
timing repair buffer | 305 | 6.56
[report_power, final]
group          internal [mW]  switching [mW]
logic                 0.0526           0.103
registers              0.556          0.0138
clock network          0.288           0.226
total                  0.897           0.343
[synthesized netlist by cell type, drive strengths merged, types with 75 or more instances]
master	number
nand2	847
edfxtp	528
o21ai	452
xor2	299
buf	260
xnor2	221
clkbuf	151
nor4	147
mux2i	138
a22o	115
nand4	110
nand3	108
nor2	85
a21oi	75
Power figures rest on the tool's default switching activity, not on a simulated workload.
