<file path="flow/design.v">
module ID_EX
#(parameter DATA_WIDTH = 32)
(
    input clk,
    input rst,
    input en,
    input [DATA_WIDTH-1:0] ID_PC,
    input [DATA_WIDTH-1:0] ID_IR,
    input ID_writetolo,
    input ID_regwe,
    input ID_ramtoreg,
    input ID_lotoreg,
    input ID_syscall,
    input ID_ramwe,
    input ID_rambyte,
    input ID_regdst,
    input [3:0] ID_aluop,
    input ID_alusrc,
    input ID_extop,
    input ID_alusham,
    input ID_jal,
    input [4:0] ID_rs,
    input [4:0] ID_rt,
    input [4:0] ID_rd,
    input [4:0] ID_sham,
    input [15:0] ID_imm16,
    input [DATA_WIDTH-1:0] ID_r1,
    input [DATA_WIDTH-1:0] ID_r2,
    output [DATA_WIDTH-1:0] EX_PC,
    output [DATA_WIDTH-1:0] EX_IR,
    output EX_writetolo,
    output EX_regwe,
    output EX_ramtoreg,
    output EX_lotoreg,
    output EX_syscall,
    output EX_ramwe,
    output EX_rambyte,
    output EX_regdst,
    output [3:0] EX_aluop,
    output EX_alusrc,
    output EX_extop,
    output EX_alusham,
    output EX_jal,
    output [4:0] EX_rs,
    output [4:0] EX_rt,
    output [4:0] EX_rd,
    output [4:0] EX_sham,
    output [15:0] EX_imm16,
    output [DATA_WIDTH-1:0] EX_r1,
    output [DATA_WIDTH-1:0] EX_r2
);
    register #(
        .DATA_WIDTH(DATA_WIDTH)
    ) PC (
        .clk(clk),
        .rst(rst),
        .en(en),
        .din(ID_PC),
        .dout(EX_PC)
    );
    register #(
        .DATA_WIDTH(DATA_WIDTH)
    ) IR (
        .clk(clk),
        .rst(rst),
        .en(en),
        .din(ID_IR),
        .dout(EX_IR)
    );
    register #(
        .DATA_WIDTH(1)
    ) writetolo (
        .clk(clk),
        .rst(rst),
        .en(en),
        .din(ID_writetolo),
        .dout(EX_writetolo)
    );
    register #(
        .DATA_WIDTH(1)
    ) regwe (
        .clk(clk),
        .rst(rst),
        .en(en),
        .din(ID_regwe),
        .dout(EX_regwe)
    );
    register #(
        .DATA_WIDTH(1)
    ) ramtoreg (
        .clk(clk),
        .rst(rst),
        .en(en),
        .din(ID_ramtoreg),
        .dout(EX_ramtoreg)
    );
    register #(
        .DATA_WIDTH(1)
    ) lotoreg (
        .clk(clk),
        .rst(rst),
        .en(en),
        .din(ID_lotoreg),
        .dout(EX_lotoreg)
    );
    register #(
        .DATA_WIDTH(1)
    ) syscall (
        .clk(clk),
        .rst(rst),
        .en(en),
        .din(ID_syscall),
        .dout(EX_syscall)
    );
    register #(
        .DATA_WIDTH(1)
    ) ramwe (
        .clk(clk),
        .rst(rst),
        .en(en),
        .din(ID_ramwe),
        .dout(EX_ramwe)
    );
    register #(
        .DATA_WIDTH(1)
    ) rambyte (
        .clk(clk),
        .rst(rst),
        .en(en),
        .din(ID_rambyte),
        .dout(EX_rambyte)
    );
    register #(
        .DATA_WIDTH(1)
    ) regdst (
        .clk(clk),
        .rst(rst),
        .en(en),
        .din(ID_regdst),
        .dout(EX_regdst)
    );
    register #(
        .DATA_WIDTH(4)
    ) aluop (
        .clk(clk),
        .rst(rst),
        .en(en),
        .din(ID_aluop),
        .dout(EX_aluop)
    );
    register #(
        .DATA_WIDTH(1)
    ) alusrc (
        .clk(clk),
        .rst(rst),
        .en(en),
        .din(ID_alusrc),
        .dout(EX_alusrc)
    );
    register #(
        .DATA_WIDTH(1)
    ) extop (
        .clk(clk),
        .rst(rst),
        .en(en),
        .din(ID_extop),
        .dout(EX_extop)
    );
    register #(
        .DATA_WIDTH(1)
    ) alusham (
        .clk(clk),
        .rst(rst),
        .en(en),
        .din(ID_alusham),
        .dout(EX_alusham)
    );
    register #(
        .DATA_WIDTH(1)
    ) jal (
        .clk(clk),
        .rst(rst),
        .en(en),
        .din(ID_jal),
        .dout(EX_jal)
    );
    register #(
        .DATA_WIDTH(5)
    ) rs (
        .clk(clk),
        .rst(rst),
        .en(en),
        .din(ID_rs),
        .dout(EX_rs)
    );
    register #(
        .DATA_WIDTH(5)
    ) rt (
        .clk(clk),
        .rst(rst),
        .en(en),
        .din(ID_rt),
        .dout(EX_rt)
    );
    register #(
        .DATA_WIDTH(5)
    ) rd (
        .clk(clk),
        .rst(rst),
        .en(en),
        .din(ID_rd),
        .dout(EX_rd)
    );
    register #(
        .DATA_WIDTH(5)
    ) sham (
        .clk(clk),
        .rst(rst),
        .en(en),
        .din(ID_sham),
        .dout(EX_sham)
    );
    register #(
        .DATA_WIDTH(16)
    ) imm16 (
        .clk(clk),
        .rst(rst),
        .en(en),
        .din(ID_imm16),
        .dout(EX_imm16)
    );
    register #(
        .DATA_WIDTH(DATA_WIDTH)
    ) r1 (
        .clk(clk),
        .rst(rst),
        .en(en),
        .din(ID_r1),
        .dout(EX_r1)
    );
    register #(
        .DATA_WIDTH(DATA_WIDTH)
    ) r2 (
        .clk(clk),
        .rst(rst),
        .en(en),
        .din(ID_r2),
        .dout(EX_r2)
    );
endmodule  
module register
#(parameter DATA_WIDTH = 32)
(
    input clk,
    input rst,
    input en,
    input [DATA_WIDTH-1:0] din,
    output reg [DATA_WIDTH-1:0] dout
);
    always @ (posedge clk) begin
        if (rst) begin
            dout <= 0;       
        end else if (en) begin
            dout <= din;     
        end else begin
            dout <= dout;    
        end
    end
endmodule  
</file>
<file path="flow/run.sh">
#!/bin/bash
# OpenROAD 26Q1-2900-gdf79404cd8, Yosys 0.63+post, stock flow scripts
make -C /OpenROAD-flow-scripts/flow DESIGN_CONFIG=/design/flow/config.mk WORK_HOME=/design/flow/orfs finish
</file>
<file path="flow/config.mk">
export PLATFORM = sky130hd
export DESIGN_NAME = ID_EX
export DESIGN_NICKNAME = ID_EX
export VERILOG_FILES = /design/flow/design.v
export SDC_FILE = /design/flow/constraint.sdc
export NUM_CORES = 4
export LEC_CHECK = 1
export CORE_AREA = 10 10 202 202
export DIE_AREA = 0 0 212 212
</file>
<file path="flow/constraint.sdc">
current_design ID_EX

set clk_period 1.0
set clk_io_pct 0.2

create_clock -name clk0 -period $clk_period [get_ports {clk}]

set non_clock_inputs [all_inputs -no_clocks]
set_input_delay [expr $clk_period * $clk_io_pct] -clock clk0 $non_clock_inputs
set_output_delay [expr $clk_period * $clk_io_pct] -clock clk0 [all_outputs]
</file>
==> impl_metrics.toml <==
# flow metrics
[floorplanning]
fp_util = 0.174
die_width_um = 212
coreArea_sq_um = 36500
die-area_sq_um = 44900
rows = 70
die_h_um = 212
ios = 363

[synthesis]
ys.flops = 180
aoi_share = 0
synth_xor_xnor_area_share = 0
synth.area.mux_share = 0.284
ys_warn_count = 5
netlist_instances = 580
avgSynthCellArea_sq_um = 11.0
yosys-stat-area_sq_um = 6350
ys_top_logic_family = "multiplexers"
synth.cellmix.adderShare = 0
netlist_area_sq_um = 6350
ys_seq_frac = 0.567
ys_cells = 580
synth.cellmix.simpleShare = 0.106
synth.distinct_cells = 8

[worst_setup_path]
cp-start-kind = "flip-flop"
r2r_setup_slack_ps = 270
worst-setup-path-type = "flip-flop to primary output"
crit_buf_inv = 1
r2r_end = "PC.dout[2]$_SDFFE_PP0P_"
path_max_fanout = 2
worstPathArrival_ps = 880
crit_path_end_kind = "primary output"
r2r-start = "PC.dout[2]$_SDFFE_PP0P_"
reg2reg_depth = 3
worst_path_max_delay_cell = "dfxtp_2"
crit_chain = "buf_6"
cpPeakStageDelay_ps = 350
cp.required_ps = 800
crit_family = "flip-flops"

[route]
antenna-diode-count = 0
drc = 0
dr.pass1.iters = 4
drt_wl_total_mm = 22.9
drt-vias-per-instance = 3.71
wl_per_cell_um = 15.8
num_vias = 5368
drt-initial-drc-count = 165
ant_nets = 0

[clocking]
htree_levels = 4
clk_latency_ps = 430
cts_sinks = 180
clk_pin_slew_ps = 70
clockRootBuffer = "clkbuf_16"
cts_tree = "done"
clockBufferDepth = 2
cts_buffers = 17

[timing]
hold_viol_final = 0
tightest_slew_ps = 221
drv_slew = 0
fin_worst_skew_ps = 0
max_slew_margin = 0.852
rsz0062_at_grt = "yes"
fmax_mhz = 925
setup_viol = 180
hold_ws_ps = 137
worst_slack_ps = -81.6
finalCritPeriodShare = 1.08
min_period_ps = 1080

[power_and_ir_drop]
p_leak_nw = 5.13
switching_share = 0.241
seqPwrFrac = 0.464
p_switching_w = 0.00410
intPower_w = 0.0129
p_comb_frac = 0.138
p_per_area_nw_per_um2 = 1570
power.share.clock = 0.398
ir_worst_vdd_mv = 1.18
power_w = 0.0170

[placement]
gp_congestion = 0.798
hpwl_mm = 17.5
port_buffers = 362
dp_cells = 1409

[status]
status = "finished, violations left"
violations = "setup timing"

[min_path]
min_from = "rst"
min_path_cells = 3
hold_path_end = "r2.dout[29]$_SDFFE_PP0P_"
hp-class = "primary input to flip-flop"

[global_route]
grt_pass1_wl_mm = 33.8
grt_max_degree = 34
grt.overflow.total = 0
antenna_found_initial = 1
grt_pass1_vias = 5618
grt.total_usage = 0.0979

[final_layout]
drive_above_1_share = 0.447
fill_cells = 3809
final_util = 0.296
syn_to_final_growth_pct = 70.1
final_cells = 1447

[flow_run]
log.warning_count = 27
cap_violations = 0
## how the worst max path moves through the flow
stage / slack [ps] / to / cells after the start / start
after global routing: -150 / EX_PC[18] / 1 / PC.dout[18]$_SDFFE_PP0P_
after CTS: -140 / EX_PC[18] / 1 / PC.dout[18]$_SDFFE_PP0P_
final: -80 / EX_PC[18] / 1 / PC.dout[18]$_SDFFE_PP0P_
## metrics by stage
stage / TNS, ps / worst slack (ps) / instance area [sq um]
floorplan: 0 / 3.69 / 6350
global placement: -9910 / -107 / 10700
detailed placement: -12000 / -116 / 10700
CTS: -19540 / -141 / 10700
global route: -22210 / -146 / 10800
finish: -10980 / -81.6 / 10800
## flip-flops by register name, indices dropped and copies added, names as in the netlist, 5 cells and up
register / cells
IR.dout: 32
PC.dout: 32
r1.dout: 32
r2.dout: 32
imm16.dout: 16
rd.dout: 5
rs.dout: 5
rt.dout: 5
sham.dout: 5
## routing by layer
layer	track usage	part of all wire
met5	0	0.00057
met4	0.00818	0.0076
met3	0.0566	0.13
met2	0.155	0.45
met1	0.118	0.41
## repair_timing
item,4_1_cts,5_1_grt
setup buffers,1,5
setup endpoints to repair,180,180
resized,785,11
endpoints found under the hold margin,0,0
hold buffers,0,0
## Yosys cell counts
master / instances / area share
dfxtp_1: 180 / 0.57
buf_4: 9 / 0.011
nor2_1: 180 / 0.11
buf_1: 1 / 0.00059
mux2i_1: 180 / 0.28
buf_2: 4 / 0.0032
clkbuf_1: 15 / 0.0089
buf_6: 11 / 0.019
## cell families after synthesis
logic type	after synthesis
muxes	180
and+or+nand+nor	180
buffers and inverters	40
DFF	180
## power by group through the flow
stage	logic [W]	clock network [W]	registers, W
after CTS	0.00236	0.00711	0.00788
after global routing	0.00259	0.00739	0.00793
final	0.00234	0.00676	0.00788
## final cells by class
class	instances	area, sq um	area share
sequential	180	3830	0.354
tap	468	586	0.0542
clock inverter	11	116	0.0108
multi-input combinational	360	2480	0.229
clock buffer	21	470	0.0435
timing repair buffer	407	3330	0.308
## layout by cell type, fill, tap and decap left out
cell type        instances
mux2i_1                180
dfxtp_2                180
buf_8                    1
buf_4                   37
inv_6                    3
clkinv_4                 3
inv_8                    1
buf_6                   24
clkbuf_1                 1
bufinv_16                1
clkbuf_16               17
buf_12                   9
clkbuf_8                 3
clkdlybuf4s50_1        180
clkinvlp_4               3
nor2_1                 180
buf_2                  156
Power and IR drop assume default switching activity.
