==> design/flow/design.v <==
module address_calculator
#(parameter DATA_WIDTH = 32)
(
    input [DATA_WIDTH-1:0] pc,
    input [15:0] imm16,
    input [25:0] imm26,
    output [DATA_WIDTH-1:0] addr_imm,
    output [DATA_WIDTH-1:0] addr_branch
);
    wire [DATA_WIDTH-1:0] extshft_imm16;
    wire [DATA_WIDTH-1:0] extshft_imm26;
    assign extshft_imm16 = {{(DATA_WIDTH-16){imm16[15]}}, imm16} << 2;
    assign extshft_imm26 = {{(DATA_WIDTH-26){imm26[25]}}, imm26} << 2;
    assign addr_imm = {pc[31:28], extshft_imm26[27:0]};
    assign addr_branch = extshft_imm16 + pc + 4;
endmodule  
module branch_predictor
#(parameter DATA_WIDTH = 32)
(
    input [DATA_WIDTH-1:0] pc,
    input [DATA_WIDTH-1:0] ir,
    input hit,
    input [DATA_WIDTH-1:0] btb_branch_addr,
    output IF_branch,
    output [DATA_WIDTH-1:0] IF_predict_branch,
    output [DATA_WIDTH-1:0] predict_addr
);
    wire [5:0] op;
    wire [5:0] funct;
    wire [15:0] imm16;
    wire [25:0] imm26;
    wire beq, bne, j, jal, bgtz;
    wire [DATA_WIDTH-1:0] addr_imm;
    decoder decoder (
        .instruction(ir),
        .op(op),
        .rs(),
        .rt(),
        .rd(),
        .sham(),
        .funct(funct),
        .imm16(imm16),
        .imm26(imm26)
    );
    instruction_typer typer (
        .op(op),
        .funct(funct),
        .add(),
        .addi(),
        .addiu(),
        .addu(),
        .s_and(),
        .andi(),
        .sll(),
        .sra(),
        .srl(),
        .sub(),
        .s_or(),
        .ori(),
        .s_nor(),
        .lw(),
        .sw(),
        .beq(beq),
        .bne(bne),
        .slt(),
        .slti(),
        .sltu(),
        .j(j),
        .jal(jal),
        .jr(),
        .syscall(),
        .divu(),
        .mflo(),
        .lb(),
        .bgtz(bgtz)
    );
    address_calculator #(
        .DATA_WIDTH(DATA_WIDTH)
    ) address_calculator (
        .pc(pc),
        .imm16(imm16),
        .imm26(imm26),
        .addr_imm(addr_imm),
        .addr_branch(IF_predict_branch)
    );
    assign IF_branch = (beq || bne || bgtz);
    assign predict_addr = (j || jal) ? addr_imm
                        : hit ? btb_branch_addr
                        : IF_branch ? IF_predict_branch
                        : (pc + 4);
endmodule  
module decoder
(
    input [31:0] instruction,
    output [5:0] op,
    output [4:0] rs,
    output [4:0] rt,
    output [4:0] rd,
    output [4:0] sham,
    output [5:0] funct,
    output [15:0] imm16,
    output [25:0] imm26
);
    assign op    = instruction[31:26];
    assign rs    = instruction[25:21];
    assign rt    = instruction[20:16];
    assign rd    = instruction[15:11];
    assign sham  = instruction[10:6];
    assign funct = instruction[5:0];
    assign imm16 = instruction[15:0];
    assign imm26 = instruction[25:0];
endmodule  
module instruction_typer
(
    input [5:0] op,
    input [5:0] funct,
    output add,
    output addi,
    output addiu,
    output addu,
    output s_and,
    output andi,
    output sll,
    output sra,
    output srl,
    output sub,
    output s_or,
    output ori,
    output s_nor,
    output lw,
    output sw,
    output beq,
    output bne,
    output slt,
    output slti,
    output sltu,
    output j,
    output jal,
    output jr,
    output syscall,
    output divu,
    output mflo,
    output lb,
    output bgtz
);
    assign add = (op == 0 && funct == 6'b100000) ? 1 : 0; 
    assign addi = (op == 6'b001000) ? 1 : 0;
    assign addiu = (op == 6'b001001) ? 1 : 0;
    assign addu = (op == 0 && funct == 6'b100001) ? 1 : 0;
    assign s_and = (op == 0 && funct == 6'b100100) ? 1 : 0;
    assign andi = (op == 6'b001100) ? 1 : 0;
    assign sll = (op == 0 && funct == 6'b000000) ? 1 : 0;
    assign sra = (op == 0 && funct == 6'b000011) ? 1 : 0;
    assign srl = (op == 0 && funct == 6'b000010) ? 1 : 0;
    assign sub = (op == 0 && funct == 6'b100010) ? 1 : 0;
    assign s_or = (op == 0 && funct == 6'b100101) ? 1 : 0;
    assign ori = (op == 6'b001101) ? 1 : 0;
    assign s_nor = (op == 0 && funct == 6'b100111) ? 1 : 0;
    assign lw = (op == 6'b100011) ? 1 : 0;
    assign sw = (op == 6'b101011) ? 1 : 0;
    assign beq = (op == 6'b000100) ? 1 : 0;
    assign bne = (op == 6'b000101) ? 1 : 0;
    assign slt = (op == 0 && funct == 6'b101010) ? 1 : 0;
    assign slti = (op == 6'b001010) ? 1 : 0;
    assign sltu = (op == 0 && funct == 6'b101011) ? 1 : 0;
    assign j = (op == 6'b000010) ? 1 : 0;
    assign jal = (op == 6'b000011) ? 1 : 0;
    assign jr = (op == 0 && funct == 6'b001000) ? 1 : 0;
    assign syscall = (op == 0 && funct == 6'b001100) ? 1 : 0;
    assign divu = (op == 0 && funct == 6'b011011) ? 1 : 0;
    assign mflo = (op == 0 && funct == 6'b010010) ? 1 : 0;
    assign lb = (op == 6'b100000) ? 1 : 0;
    assign bgtz = (op == 6'b000111) ? 1 : 0;
endmodule  
==> design/flow/run.sh <==
#!/bin/bash
# OpenROAD 26Q1-2900-gdf79404cd8, Yosys 0.63+post, stock flow scripts
make -C /OpenROAD-flow-scripts/flow DESIGN_CONFIG=/design/flow/config.mk WORK_HOME=/design/flow/orfs finish
==> design/flow/config.mk <==
export PLATFORM = sky130hd
export DESIGN_NAME = branch_predictor
export DESIGN_NICKNAME = branch_predictor
export VERILOG_FILES = /design/flow/design.v
export SDC_FILE = /design/flow/constraint.sdc
export NUM_CORES = 4
export LEC_CHECK = 1
export CORE_UTILIZATION = 40
==> design/flow/constraint.sdc <==
current_design branch_predictor

set clk_period 10.9
set clk_io_pct 0.2

create_clock -name clk0 -period $clk_period

set non_clock_inputs [all_inputs -no_clocks]
set_input_delay [expr $clk_period * $clk_io_pct] -clock clk0 $non_clock_inputs
set_output_delay [expr $clk_period * $clk_io_pct] -clock clk0 [all_outputs]
==> notes.md <==
Implementation numbers.

- The routed design ends up with an antenna cell count of 0.
- The first-pass detailed-route iteration total reads 5.
- Per the layout area report, the register area comes to 0 sq um.
- The floorplan die height reads 93.32 um.
- The average wire length per cell after detail routing is 16.48 um.
- The total power divided by cell area reads 60.22 nW/um^2.
- The global routing usage summed across all routing layers is 28.54%.
- The overflow left after global routing reads 0.
- Timing would allow up to 121.7 MHz.
- Buffers placed on the I/O ports in this run total 162.
- The final layout reports a setup TNS of 0 ps.
- The leakage power in the latest report is 2.140 nW.
- The cell sequence reported for the critical path is clkdlybuf4s50_1 > ha_1 > ha_1 > and3_1 > a221o_1 > a31o_2 > a211o_1 > a21oi_1 > xnor2_1 > o21ai_0 > nand3_1 > clkdlybuf4s50_1.
- The required time of the worst setup path reads 8720 ps.
- The cell row count reads 32.
- The total tool warning count reads 33.
- The first-pass GRT wire length reads 19530 um.
- The fraction of the core area occupied by cells at floorplan is 42.29%.
- According to the hold report, the worst path is of the in2out type.
- The proportion of synthesized chip area in sequential cells reads 0%.
- The number of flip-flops and latches is 0.
- The clock period minus final worst setup slack reads 8220 ps.
- The number of antenna violations at the first check in global routing reads 0.
- The number of hold violations in the final report is 0.
- The count of final setup violators reads 0.
- The worst supply voltage drop on vdd reads 34.10 uV.
- The longest individual stage delay on the worst path reads 740 ps.
- The number of placed I/O pins is 162.
- The setup path with the least slack is of type in2out.
- The synthesized cell area reads 3336 sq um.
- The via count of the first global-routing pass is 3900.
- The minimum setup slack after placement reads 2705 ps.
- The post-CTS resize count is 0.
- After detailed routing, the number of vias per cell comes to 5.607.
- The worst-path maximum fanout reads 11.
- The kind of launch point of the worst setup path reads a primary input.
- The arrival time at the worst endpoint is 6040 ps.
- The flow ran to the end, and the final reports show no timing, DRC or antenna violations.
- The total cells reported by yosys after synthesis reads 509.
- Fill cells in the final layout number 714.
- The post-detailed-placement half-perimeter wirelength reads 10090 um.
- Counting pins that exceed their max-slew limit in the final report gives 0.
- The total power after layout is 0.3012 mW.
- The slowest cell on the critical path reads sky130_fd_sc_hd__clkdlybuf4s50_1.
- The remaining antenna violation count after routing reads 0.
- The post-cts hold buffer count reads 0.
- The buffers plus inverters on the worst setup path reads 2.
- Routability-driven placement finished with a final weighted congestion of 0.9435.
- For the pin with the worst max-slew slack, the measured transition is 638.4 ps.
- The share of layout cells above drive strength 1 is 2.473%.
- For this run, the number of Yosys warnings is 0.
- The detailed router reported a total wirelength of 12350 um.
- The largest net degree at the start of global routing reads 49.
- The relative slew slack is 57.30%.
- The family with the most delay on the worst path reads AND-OR/OR-AND gates.
- The via total after detailed routing is 4200.
- The post-synthesis cell type count is 53.
- Setup repair after global routing left no endpoint under its margin.
- The clock buffer instance count of the final layout is 0.
- Across the run, the number of max-cap violations was 0.
- The chip occupies 8709 sq um.
- The die boundary width is 93.32 um.
- OpenROAD reports that the post-layout worst path occupies 75.41% of the period.
- The post-synthesis to final-layout area growth reads 49.93%.
- The instance count of the mapped netlist is 509.
- Once the clock tree was built, the setup fixing pass inserted 0 buffers.
- The type of element capturing the critical path is an output port.
- The violation tally recorded at the end of detailed-routing iteration 0 is 180.
- Setup slack on the critical path of the routed design comes to 2680 ps.
- The region available for standard cell placement spans 7888 sq um.
- For this run, design rule violations remaining after detail routing come to 0.
- The post-synthesis chip area from yosys reads 3336 sq um.
- The mean cell area of the mapped netlist reads 6.553 sq um.
[per-stage QoR]
stage                     util [%]  instance area (sq um)  hold WS (ps)  std cells
final                        63.40                   5001          5183        749
after global routing         63.40                   5001          5212        749
after CTS                    63.40                   5001          5192        749
after detailed placement     63.40                   5001          5192        749
after global placement       63.40                   5001          5176        749
after floorplan                  -                   3336          4412        509
[cell type report]
| cell class | instances | area [sq um] | share of cell area, % |
|---|---|---|---|
| Inverter | 11 | 41.29 | 0.8256 |
| Multi-Input combinational cell | 469 | 3178 | 63.55 |
| Tap cell | 102 | 127.6 | 2.552 |
| Timing Repair Buffer | 167 | 1654 | 33.07 |
[cell families (layout without fill, tap and decap cells)]
| family | Yosys count | after routing | share of synthesized area, % |
|---|---|---|---|
| AND-OR/OR-AND | 161 | 161 | 30.80 |
| buffers and inverters | 40 | 178 | 4.726 |
| adder cells (fa/ha/maj) | 59 | 59 | 22.36 |
| XOR/XNOR | 53 | 53 | 14.14 |
| AND/OR/NAND/NOR | 193 | 193 | 27.04 |
| multiplexers | 3 | 3 | 0.9377 |
[cell usage after synthesis (6+ instances only)]
master | n | area share, %
sky130_fd_sc_hd__nor2_1 | 60 | 6.8
sky130_fd_sc_hd__a21oi_1 | 58 | 8.7
sky130_fd_sc_hd__clkbuf_1 | 22 | 2.5
sky130_fd_sc_hd__o21a_1 | 6 | 1.4
sky130_fd_sc_hd__nand4_1 | 15 | 2.8
sky130_fd_sc_hd__and3_1 | 10 | 1.9
sky130_fd_sc_hd__xnor2_1 | 26 | 6.8
sky130_fd_sc_hd__inv_1 | 11 | 1.2
sky130_fd_sc_hd__nor3_1 | 9 | 1.4
sky130_fd_sc_hd__xor2_1 | 26 | 6.8
sky130_fd_sc_hd__a211oi_1 | 12 | 2.7
sky130_fd_sc_hd__nand2_1 | 49 | 5.5
sky130_fd_sc_hd__nand3_1 | 29 | 4.4
sky130_fd_sc_hd__a21o_1 | 17 | 3.8
sky130_fd_sc_hd__o21ai_0 | 31 | 4.7
sky130_fd_sc_hd__ha_1 | 58 | 22
[path summary, 6_finish.rpt]
kind  cells past startpoint  slack (ps)    from                    to
min                       2        5180   pc[0]  IF_predict_branch[0]
max                      12        2680  pc[11]      predict_addr[18]
[cell usage in the layout, fill, tap and decap left out, drive strengths merged, types with 3 or more instances in the layout]
cell type	count
clkdlybuf4s50	161
nor2	60
a21oi	59
ha	58
nand2	49
o21ai	34
nand3	29
xnor2	27
xor2	26
a21o	17
nand4	15
a211oi	12
inv	11
and3	10
nor3	9
o21a	6
buf	6
and2	5
a31oi	5
o211ai	5
nand2b	4
and4	4
a221oi	3
o221ai	3
[metal layers]
metal  global-route usage [%]  part of all wire [%]  up-vias
met1                    38.81                    44     1878
li1                         -                     -     2151
met3                    3.970                   8.5       14
met4                    4.231                   1.4        0
met2                    48.90                    46      157
met5                        0                     0        -
[power breakdown]
| part | internal (mW) | switching [mW] | total [mW] |
|---|---|---|---|
| logic | 0.171 | 0.130 | 0.301 |
| registers | 0 | 0 | 0 |
| clock network | 0 | 0 | 0 |
| total | 0.171 | 0.130 | 0.301 |
Power and IR drop assume default switching activity.
